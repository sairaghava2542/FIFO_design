File: flow/design.v
module FIFO #(parameter DSIZE = 8,
    parameter ASIZE = 4)(
    output [DSIZE-1:0] rdata,        
    output wfull,                    
    output rempty,                   
    input [DSIZE-1:0] wdata,         
    input winc, wclk, wrst_n,        
    input rinc, rclk, rrst_n         
    );
    wire [ASIZE-1:0] waddr, raddr;
    wire [ASIZE:0] wptr, rptr, wq2_rptr, rq2_wptr;
    two_ff_sync #(ASIZE+1) sync_r2w (        
        .q2(wq2_rptr), 
        .din(rptr),
        .clk(wclk), 
        .rst_n(wrst_n)
    );
    two_ff_sync #(ASIZE+1) sync_w2r (        
        .q2(rq2_wptr), 
        .din(wptr),
        .clk(rclk), 
        .rst_n(rrst_n)
    );
    FIFO_memory #(DSIZE, ASIZE) fifomem(     
        .rdata(rdata), 
        .wdata(wdata),
        .waddr(waddr), 
        .raddr(raddr),
        .wclk_en(winc), 
        .wfull(wfull),
        .wclk(wclk)
    );
    rptr_empty #(ASIZE) rptr_empty(          
        .rempty(rempty),
        .raddr(raddr),
        .rptr(rptr), 
        .rq2_wptr(rq2_wptr),
        .rinc(rinc), 
        .rclk(rclk),
        .rrst_n(rrst_n)
    );
    wptr_full #(ASIZE) wptr_full(            
        .wfull(wfull), 
        .waddr(waddr),
        .wptr(wptr), 
        .wq2_rptr(wq2_rptr),
        .winc(winc), 
        .wclk(wclk),
        .wrst_n(wrst_n)
    );
endmodule
module FIFO_memory #(parameter DATA_SIZE = 8,
    parameter ADDR_SIZE = 4)(
    output [DATA_SIZE-1:0] rdata,         
    input [DATA_SIZE-1:0] wdata,          
    input [ADDR_SIZE-1:0] waddr, raddr,   
    input wclk_en, wfull, wclk           
    );
    localparam DEPTH = 1<<ADDR_SIZE;      
    reg [DATA_SIZE-1:0] mem [0:DEPTH-1]; 
    assign rdata = mem[raddr];           
    always @(posedge wclk)
        if (wclk_en && !wfull) mem[waddr] <= wdata;  
endmodule
module rptr_empty #(parameter ADDR_SIZE = 4)(
    output reg rempty,                   
    output [ADDR_SIZE-1:0] raddr,        
    output reg [ADDR_SIZE :0] rptr,      
    input [ADDR_SIZE :0] rq2_wptr,       
    input rinc, rclk, rrst_n             
    );
    reg [ADDR_SIZE:0] rbin;                      
    wire [ADDR_SIZE:0] rgray_next, rbin_next;    
    wire rempty_val;                             
    always @(posedge rclk or negedge rrst_n) begin
        if (!rrst_n)                 
            {rbin, rptr} <= 0;
        else 
            {rbin, rptr} <= {rbin_next, rgray_next};   
    end
    assign raddr = rbin[ADDR_SIZE-1:0];                  
    assign rbin_next = rbin + (rinc & ~rempty);          
    assign rgray_next = (rbin_next>>1) ^ rbin_next;      
    assign rempty_val = (rgray_next == rq2_wptr);        
    always @(posedge rclk or negedge rrst_n) begin
        if (!rrst_n)                 
            rempty <= 1'b1;
        else 
            rempty <= rempty_val;   
    end
endmodule
module two_ff_sync #(parameter SIZE = 4)( 
    output reg [SIZE-1:0] q2,    
    input [SIZE-1:0] din,        
    input clk, rst_n             
    );
    reg [SIZE-1:0] q1;  
    always @(posedge clk or negedge rst_n) begin
        if (!rst_n) 
            {q2, q1} <= 0;           
        else 
            {q2, q1} <= {q1, din};   
    end 
endmodule
module wptr_full #(parameter ADDR_SIZE = 4)(
    output reg wfull,                    
    output [ADDR_SIZE-1:0] waddr,        
    output reg [ADDR_SIZE :0] wptr,      
    input [ADDR_SIZE :0] wq2_rptr,       
    input winc, wclk, wrst_n             
    );
    reg [ADDR_SIZE:0] wbin;                      
    wire [ADDR_SIZE:0] wgray_next, wbin_next;    
    wire wfull_val;                              
    always @(posedge wclk or negedge wrst_n) begin
        if (!wrst_n)             
            {wbin, wptr} <= 0;
        else 
            {wbin, wptr} <= {wbin_next, wgray_next};  
    end
    assign waddr = wbin[ADDR_SIZE-1:0];              
    assign wbin_next = wbin + (winc & ~wfull);        
    assign wgray_next = (wbin_next>>1) ^ wbin_next;     
    assign wfull_val = (wgray_next=={~wq2_rptr[ADDR_SIZE:ADDR_SIZE-1], wq2_rptr[ADDR_SIZE-2:0]});
    always @(posedge wclk or negedge wrst_n) begin
        if (!wrst_n)             
            wfull <= 1'b0;
        else 
            wfull <= wfull_val;  
    end
endmodule
File: flow/run.sh
#!/bin/bash
# OpenROAD 26Q1-2900-gdf79404cd8, Yosys 0.63+post, stock flow scripts
make -C /OpenROAD-flow-scripts/flow DESIGN_CONFIG=/design/flow/config.mk WORK_HOME=/design/flow/orfs finish
File: flow/config.mk
export PLATFORM = sky130hd
export DESIGN_NAME = FIFO
export DESIGN_NICKNAME = FIFO
export VERILOG_FILES = /design/flow/design.v
export SDC_FILE = /design/flow/constraint.sdc
export NUM_CORES = 4
export LEC_CHECK = 1
export CORE_UTILIZATION = 50
File: flow/constraint.sdc
current_design FIFO

set clk_period 4.5
set clk_io_pct 0.2

create_clock -name clk0 -period $clk_period [get_ports {rclk}]
create_clock -name clk1 -period $clk_period [get_ports {wclk}]

set non_clock_inputs [all_inputs -no_clocks]
set_input_delay [expr $clk_period * $clk_io_pct] -clock clk0 $non_clock_inputs
set_output_delay [expr $clk_period * $clk_io_pct] -clock clk0 [all_outputs]
==> Changelog: implementation <==
## Implementation

* Status: finished clean
* Largest net degree at the start of global routing at 27
* Ys flops at 168
* Number of global-route vias before repair at 3,329
* VDD IR-drop max at roughly 0.44 mV
* Detailed Place HPWL at approximately 7500 um
* Reg-to-reg slack, setup at 1800 ps
* Top cells excl fill/tap: edfxtp_1 (128), dfrtp_1 (38), mux4_2 (32), clkdlybuf4s50_1 (22), clkbuf_16 (20)
* Final hold violations at 0
* Non-Filler Instances at 543
* Hold Path Stages at 0
* Post-route ant nets at 0
* Yosys Instances at 322
* Final RePlAce weighted congestion at roughly 0.84
* Cell Area, Synth at 0.00636 mm^2
* Final Skew at 6.34 ps
* Reg2reg end: rptr_empty.rempty$_DFF_PN1_
* Ratio of cells with drive above 1 in the final layout at 0.211
* Tool warning count at 26
* 1st-iter DRT viols at 122
* Chip area in the Yosys report at ~0.0064 mm^2
* Worst-path clk slew at ~50 ps
* Critical path arrival at around 2600 ps
* Grt total ovfl at 0
* RSZ-0062 raised after global routing: false
* Worst setup EP type: output pin
* Final slew viol count at 0
* Critical Path Source Type: register
* Ant diodes at 0
* All-Layer GR Usage at 0.218
* Area of the core at between 0.01 and 0.015 mm^2
* Leakage at 2.67 nW
* Pwr Density at 723 mW/mm^2
* CTS tree: built
* PostCTS Resize Cnt at 0
* R2r startpoint: rptr_empty.rbin[0]$_DFF_PN0_
* Post-cts hold-fix buffer tally at 0
* Vias at 2,994
* Worst slew pin tran at approximately 920 ps
* DR vias/cell at 5.51
* Max cap viols at 0
* First-pass GRT wire length at around 18,000 um
* IO Port Bufs at 22
* # DRC at 0
* Floorplan Utilization at 0.521
* Min-delay worst type: reg -> reg
* DRT Pass-1 Iters at 4
* Critical Path RT at 3600 ps
* WL/cell at 21.6 um
* Slew HR at 0.387
* Distinct cells, synth at 28
* Hold Startpoint: rptr_empty.rptr[2]$_DFF_PN0_
* Synth Seq Share at 0.762
* Syn_area_per_cell at around 20 um^2
* DRT Wirelength at 11,700 um
* Post-synthesis cell count at about 320
* Die Width at 115 um
* Crit-path max FO at 18
* Antenna violations before repair at 1
* Hold worst-path end: sync_r2w.q1[2]$_DFF_PN0_
* Layout Area Growth over Synthesis at 19.5%
* Dpl cells at 509
* Kind of critical path: reg -> out
* IO Count at 24
* R2R depth at 7
* Setup total negative slack at 0 ps
* Yosys warning tally at 4
* Rows at 40
* Chip area at 0.0132 mm^2
* Die height at between 100 and 150 um
* Most numerous logic cell after layout: edfxtp_1
* Postcts setup bufs at 0
* # setup viols final at 0
* Clock tree sinks at 168
==> final cells by class <==
cell class	count	area (um^2)
repair buffers	34	323
clock buffers	22	508
well taps	168	210
flip-flops and latches	168	4850
clock inverters	12	263
inverters	6	22.5
fillers	892	4610
multi-input cells	133	1430
==> cell families after synthesis <==
kind of cell,Yosys count,share of synthesized area
fa+ha+maj,4,0.00787
buf+inv,21,0.0142
mux,32,0.113
compound gates,19,0.0238
xor+xnor,25,0.0401
flops,168,0.762
simple gates,53,0.0389
==> sequential cells by signal (all words and copies together) (netlist names), 4 cells and up <==
signal / count
rptr_empty.rbin: 4
sync_r2w.q1: 5
rptr_empty.rptr: 5
wptr_full.wptr: 5
sync_w2r.q2: 5
sync_w2r.q1: 5
sync_r2w.q2: 5
fifomem.mem: 128
wptr_full.wbin: 4
==> layer usage <==
| metal | track usage | routed length [um] | vias to the layer above |
|---|---|---|---|
| met5 | 0 | 13 | - |
| met4 | 0.0338 | 187 | 2 |
| met3 | 0.106 | 1010 | 18 |
| met2 | 0.323 | 5750 | 113 |
| met1 | 0.345 | 4770 | 1524 |
| li1 | - | - | 1337 |
==> power by group <==
part | internal (mW) | switching (mW)
registers | 1.99 | 0.219
logic | 0.762 | 0.692
clock network | 1.26 | 0.564
==> cell usage after synthesis (all sizes together) <==
library cell	count	area share
xnor3	1	0.0035
nand3	8	0.0063
dfstp	1	0.0041
a21boi	1	0.0012
nand2b	3	0.0030
xnor2	10	0.015
nor3	4	0.0031
clkbuf	5	0.0030
nor2b	2	0.0020
a22oi	16	0.019
nand2	13	0.0077
and2b	1	0.0012
mux4	32	0.11
buf	10	0.0077
and2	1	0.00098
xor3	1	0.0037
a221oi	2	0.0037
or3	5	0.0049
dfrtp	39	0.15
edfxtp	128	0.60
and3	1	0.00098
inv	6	0.0035
ha	4	0.0079
xor2	13	0.018
nor2	15	0.0089
==> through the flow <==
stage | cell area [um^2] | power [mW] | hold slack [ps] | worst slack (ps) | utilization
detailed placement | 6830 | 3.69 | 335 | 1180 | 0.559
floorplan | 6360 | 3.16 | 331 | 1970 | -
global placement | 6830 | 3.68 | 333 | 1210 | 0.559
CTS | 7600 | 5.55 | 184 | 898 | 0.622
finish | 7600 | 5.49 | 195 | 979 | 0.622
global route | 7600 | 5.75 | 194 | 794 | 0.622
==> critical path: stages, from the launching register on <==
cell and delay (ps):
dfrtp_2 740, buf_4 350, mux4_2 520, a22oi_1 250, nand2_1 90, clkdlybuf4s50_1 410
==> worst max path at each step <==
stage	start	end	slack, ps	depth (start not counted)
finish	rptr_empty.rbin[0]$_DFF_PN0_	rdata[2]	980	5
global route	rptr_empty.rbin[0]$_DFF_PN0_	rdata[4]	790	5
CTS	rptr_empty.rbin[0]$_DFF_PN0_	rdata[2]	900	5
Power and IR drop assume default switching activity.
