$ cat flow/design.v
`timescale 1ns / 1ps
module fifo(clk,rstn,we,re,soft_rst,lfd_state,empty,full,din,dout);
	input clk,rstn,we,re,soft_rst,lfd_state;
	input [7:0]din;
	output reg [7:0]dout;
	output full,empty;
	reg [4:0]wr_pt,rd_pt;
	reg [6:0]fifo_counter;
	reg lfd_state_s;
	reg [8:0]mem[15:0];
	integer i;
	always@(posedge clk)
		begin
			if(!rstn || soft_rst)
				begin
					wr_pt<=5'd0;
					rd_pt<=5'd0;
				end
			else
				begin
					if(re && !empty)
						rd_pt<=rd_pt+5'd1;
					else
						rd_pt<=rd_pt;
					if(we && !full)
						wr_pt<=wr_pt+5'd1;
					else
						wr_pt<=wr_pt;
				end
		end
	always@(posedge clk)
		begin
			if(!rstn)
				lfd_state_s<=1'b0;
			else
				lfd_state_s<=lfd_state;
		end
	always@(posedge clk)
		begin
			if(!rstn)
				begin
					for(i=0;i<16;i=i+1)
						begin
							mem[i]<=9'd0;
						end
				end
			else if(soft_rst)
				begin
					for(i=0;i<16;i=i+1)
						begin
							mem[i]<=9'd0;
						end
				end
			else if(we && !full)
				begin
					mem[wr_pt[3:0]]<={lfd_state_s,din};
				end
		end
	always@(posedge clk)
		begin
			if(!rstn)
				dout<=8'd0;
			else if(soft_rst)
				dout<=8'bz;
			else if(re && !empty)
				dout<=mem[rd_pt[3:0]][7:0];
		end
	always@(posedge clk)
		begin
			if(!rstn || soft_rst)
				fifo_counter<=7'd0;
			else if(re && !empty)
				begin
					if(mem[rd_pt[3:0]][8]==1)
						fifo_counter<=mem[rd_pt[3:0]][7:2]+7'd1;
					else if(fifo_counter!=7'd0)
						fifo_counter<=fifo_counter-7'd1;
				end
		end
	assign full =((wr_pt[4]!=rd_pt[4]) && (wr_pt[3:0]==rd_pt[3:0]))?1'b1:1'b0;
	assign empty=(wr_pt==rd_pt)?1'b1:1'b0;
endmodule
$ cat flow/run.sh
#!/bin/bash
# OpenROAD 26Q1-2900-gdf79404cd8, Yosys 0.63+post, stock flow scripts
make -C /OpenROAD-flow-scripts/flow DESIGN_CONFIG=/design/flow/config.mk WORK_HOME=/design/flow/orfs finish
$ cat flow/config.mk
export PLATFORM = sky130hd
export DESIGN_NAME = fifo
export DESIGN_NICKNAME = fifo
export VERILOG_FILES = /design/flow/design.v
export SDC_FILE = /design/flow/constraint.sdc
export NUM_CORES = 4
export LEC_CHECK = 1
export CORE_UTILIZATION = 50
$ cat flow/constraint.sdc
current_design fifo

set clk_period 5.5
set clk_io_pct 0.2

create_clock -name clk0 -period $clk_period [get_ports {clk}]

set non_clock_inputs [all_inputs -no_clocks]
set_input_delay [expr $clk_period * $clk_io_pct] -clock clk0 $non_clock_inputs
set_output_delay [expr $clk_period * $clk_io_pct] -clock clk0 [all_outputs]
==> impl_metrics.json <==
{
  "final.hold.worst_slack_ns": 0.466,
  "synth_top_area_share": 0.571,
  "post_synth_num_cell_types": 36,
  "synth.area.top_cells": "edfxtp_1 (57%), mux4_2 (10%), nor2_1 (7.9%)",
  "ant_nets": 0,
  "maximum_capacitance_violations": 0,
  "drc": 0,
  "max-vdd-ir-drop_uv": 222,
  "die.size.x_um": 118,
  "final_area_um2": 7740,
  "syn_area_um2": 6730,
  "globalRouteOverflowTotal": 0,
  "ys.flops": 150,
  "yosys-stat-cells": 496,
  "dpl_cell_area_um2": 7150,
  "openroad.warnings": 29,
  "power_frac_seq": 0.511,
  "drt-wirelength-per-cell_um": 20.1,
  "wp_data_arrival_ns": 2.30,
  "synth_cells": 496,
  "tritoncts": "done",
  "power_switching_share": 0.199,
  "cp_slowest_cell": "dfxtp_1",
  "skew_ns": 0.00543,
  "crit_fanout": 14,
  "yosys-stat-area_um2": 6730,
  "bufs_and_invs_on_worst_path": 1,
  "hold_buffers": 0,
  "fp_util": 0.511,
  "final_max_slew_viol_count": 0,
  "hold_viol": 0,
  "hp-class": "reg2reg",
  "route.detailed.vias_per_inst": 5.51,
  "layout_top_cell_excl_fill_tap": "nor2_1",
  "relative_slew_slack": 0.400,
  "worst_skew_pair.late_latency_ns": 0.41,
  "cts_setup_buffers": 0,
  "layout_top_cells": "nor2_1 (142), edfxtp_1 (128), nand2_1 (35)",
  "clk_pin_slew_worst_paths_ns": 0.06,
  "place_worst_setup_slack_ns": 1.80,
  "cellPowerDensity_nw_per_um2": 326,
  "synth_top_cell_by_area": "edfxtp_1",
  "finish.utilization": 0.587,
  "routed-via-count": 3942,
  "post_route_cells_drive_above_1_share": 0.185,
  "crit_chain": "xnor2_1, nand4_2, nor2_1, clkdlybuf4s50_1",
  "drt_pass1_iterations": 7,
  "cts.repair.resized": 0,
  "setup_violations": 0,
  "pin_count_of_the_biggest_net_entering_global_routing": 37,
  "route.antenna.diode_count": 0,
  "power.internal_mw": 2.02,
  "worst-slew-pin-transition_ns": 0.898,
  "antenna_violations_before_repair": 0,
  "leakage_nw": 2.67,
  "timing.fmax_mhz": 294,
  "buffer_ports.inserted": 22,
  "cts-root-buf": "clkbuf_16",
  "critical_path.endpoint_type": "primary output",
  "power.net_switching_uw": 501,
  "p_comb_frac": 0.048,
  "grt_setup_unrepaired": "no",
  "place_congestion": 0.774,
  "critical_path_rt_ns": 4.40,
  "fp-row-count": 42,
  "fill_cell_total_of_the_finished_layout": 986,
  "syn_area_per_cell_um2": 13.6,
  "detailedPlacementHpwl_mm": 9.19,
  "min_period_ns": 3.40,
  "design.die.area_um2": 13900,
  "first_iter_violations": 208,
  "clkPwrFrac": 0.442,
  "worst_slack_ns": 2.10,
  "total_power_mw": 2.52,
  "core_um2": 13200,
  "area.growth.synth_to_final_pct": 15.0,
  "ys.warnings.count": 2,
  "die_h_um": 118,
  "placed_cells": 684,
  "final_cells": 716,
  "worst_setup_path_start_kind": "flop",
  "drt_wl_total_mm": 14.4,
  "gr-usage-all-layers": 0.245,
  "fin_setup_tns_ns": 0,
  "post-route-period-util": 0.618,
  "cts_buffer_depth": 2,
  "clock_buffers_created_by_tritoncts": 17,
  "ios": 24,
  "yosys.stat.seqShare": 0.636,
  "number_of_global_route_vias_before_repair": 4239,
  "cp_top_family": "simple AND/OR/NAND/NOR gates",
  "cts_sinks": 150,
  "wire_length_of_the_first_global_routing_pass_mm": 22.9,
  "cpPeakStageDelay_ns": 0.52,
  "worstSetupPathType": "reg2out",
  "h-tree-depth": 4,
  "outcome": "finished, final reports clean"
}
-- power by group through the flow --
stage                 sequential (mW)  clock (mW)  combinational, mW
final                            1.29        1.11              0.120
after global routing             1.29        1.18              0.131
after CTS                        1.29        1.14              0.122
-- layout make-up --
class | instances | area [um2] | share of cell area
clock buffers | 27 | 557 | 0.0719
clock inverters | 5 | 31.3 | 0.00404
inverters | 2 | 7.51 | 0.000970
multi-input cells | 312 | 2250 | 0.291
flip-flops and latches | 150 | 4290 | 0.554
well taps | 176 | 220 | 0.0284
repair buffers | 44 | 385 | 0.0498
-- final timing paths --
kind             from         to  slack (ns)  cells after the start
max          wr_pt[2]       full        2.10                      4
min           dout[5]    dout[5]        0.47                      1
max reg2reg  wr_pt[2]  mem[4][0]        2.52                      6
min reg2reg   dout[5]    dout[5]        0.47                      1
-- sequential cells by signal, summed over array words and instances, names as in the netlist, named ones only --
signal and cells:
mem 128, dout 8, rd_pt 5, wr_pt 5
-- layer usage --
layer / vias to the layer above / track usage / part of all wire
met1: 1887 / 0.366 / 0.38
met3: 7 / 0.124 / 0.12
met2: 184 / 0.363 / 0.49
met4: 0 / 0.0353 / 0.011
li1: 1864 / - / -
met5: - / 0.0147 / 0
-- synth_stat cells, drive strengths merged --
library cell and instances:
a21oi 7, clkbuf 5, and3 1, mux2 8
nand2b 3, nor2b 3, or2 1, and4 2
mux2i 10, nand2 35, dfxtp 22, o21ai 20
nand4 2, ha 5, edfxtp 128, buf 27
inv 2, o21a 1, o2bb2ai 8, and2 9
nor2 143, o2111ai 5, o211ai 3, xnor2 7
mux4 32, xor2 7
-- worst reg2reg max path: stages (launching register included) --
cell and delay (ns):
dfxtp_1 0.52, xnor2_1 0.18, nand4_2 0.40, o2111ai_2 0.88, buf_4 0.41, o21ai_0 0.13
buf_4 0.21
-- kinds of logic (layout without fill, tap and decap cells) --
kind of cell	after synthesis	count (layout)	share of synthesized area
buffers and inverters	34	78	0.0290
DFF	150	150	0.636
AOI/OAI and AO/OA	44	44	0.0479
xor gates and xnor gates	14	14	0.0210
and+or+nand+nor	199	199	0.121
muxes	50	50	0.136
adders and majority gates	5	5	0.00929
Power figures rest on the tool's default switching activity, not on a simulated workload.
